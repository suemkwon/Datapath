$ cat /design/flow/config.mk
export PLATFORM = sky130hd
export DESIGN_NAME = ProgramCounter
export DESIGN_NICKNAME = ProgramCounter
export VERILOG_FILES = /design/flow/design.v
export SDC_FILE = /design/flow/constraint.sdc
export NUM_CORES = 4
export LEC_CHECK = 1
export CORE_AREA = 10 10 106 106
export DIE_AREA = 0 0 116 116
$ cat /design/flow/constraint.sdc
current_design ProgramCounter

set clk_period 1.0
set clk_io_pct 0.2

create_clock -name clk0 -period $clk_period [get_ports {Clk}]

set non_clock_inputs [all_inputs -no_clocks]
set_input_delay [expr $clk_period * $clk_io_pct] -clock clk0 $non_clock_inputs
set_output_delay [expr $clk_period * $clk_io_pct] -clock clk0 [all_outputs]
$ cat /design/flow/design.v
`timescale 1ns / 1ps
 module ProgramCounter(Address, PCResult, Reset, Clk);
	input [31:0] Address;  
	input Reset, Clk;  
	output reg [31:0] PCResult;  
    initial begin  
        PCResult <= 32'h00000000;
    end
    always @(posedge Clk, posedge Reset) begin  
        if (Reset == 1)
            PCResult <= 32'h00000000;  
        else 
            PCResult <= Address;  
    end    
endmodule
$ cat /design/flow/run.sh
#!/bin/bash
# OpenROAD 26Q1-2900-gdf79404cd8, Yosys 0.63+post, stock flow scripts
make -C /OpenROAD-flow-scripts/flow DESIGN_CONFIG=/design/flow/config.mk WORK_HOME=/design/flow/orfs finish
==> flow_metrics.env <==
# physical design summary
export IMPL_status="completed"
export IMPL_portBuffers=65
export IMPL_track_usage_pct=3.63
export IMPL_synth_cells=33
export IMPL_power_uw=2570
export IMPL_slowest_delay_ps=370
export IMPL_antenna_found_initial=0
export IMPL_cp_start_kind="flop"
export IMPL_p_leak_uw=0.000688
export IMPL_crit_family="flip-flops"
export IMPL_grt_pass1_vias=650
export IMPL_first_pass_iters=2
export IMPL_drt_iter0_drc=4
export IMPL_std_cell_rows=34
export IMPL_pin_count=66
export IMPL_insertedDiodeCount=0
export IMPL_timing_final_ws_setup_ps=31.1
export IMPL_grt_pass1_wl_mm=3.77
export IMPL_yosys_area_top_type="dfrtp_1"
export IMPL_initCoreUtil_pct=9.09
export IMPL_logic_family="buffers and inverters"
export IMPL_ys_sh_xor_pct=0
export IMPL_ys_cells=33
export IMPL_routed_wl_mm=2.61
export IMPL_synthAoiAreaFrac_pct=0
export IMPL_worstSetupPathType="reg2out"
export IMPL_die_h_um=116
export IMPL_post_cts_setup_buffers=0
export IMPL_cts_root_buf="clkbuf_8"
export IMPL_tool_warnings=26
export IMPL_ctsHoldBuffers=0
export IMPL_cts_sinks=32
export IMPL_syn_avg_cell_area_um2=24.4
export IMPL_route_detailed_drc=0
export IMPL_numCtsBuffers=5
export IMPL_crit_chain="buf_2"
export IMPL_core_area_mm2=0.00885
export IMPL_path_buffers=1
export IMPL_via_per_inst=2.56
export IMPL_die_w_um=116
export IMPL_maxCapViolCount=0
export IMPL_top_register="PCResult"
export IMPL_wl_per_cell_um=12.1
export IMPL_gp_congestion=0.648
export IMPL_rsz0062_at_grt="true"
export IMPL_pwr_density_cell_mw_per_mm2=1670
export IMPL_cts_tree="built"
export IMPL_pre_cts_ws_ps=-23.4
export IMPL_vdd_ir_drop_max_v=0.000469
export IMPL_die_area_mm2=0.0135
export IMPL_num_vias=550
export IMPL_synth_simple_area_share_pct=0
export IMPL_fillers=982
export IMPL_worst_ep_required_time_ps=800
export IMPL_overflow=0
export IMPL_crit_arrival_ps=770
export IMPL_place_inst=207
export IMPL_worst_path_max_fanout=1
export IMPL_synth_top_area_share_pct=99.5
export IMPL_area_leaders="dfrtp_1, inv_1"
export IMPL_fin_crit_ps=969
export IMPL_yosysChipArea_um2=805
export IMPL_logic_area_um2=0
export IMPL_clk_path_buf_depth=2
export IMPL_worstMarginPinSlew_ps=171
export IMPL_drive_gt1_share_pct=36.4
export IMPL_synth_cell_types=2
export IMPL_final_cells=215
export IMPL_mux_share_pct=0
export IMPL_hpwl_mm=2.26
export IMPL_logic_gates=0
export IMPL_yosys_warnings=1
export IMPL_htree_levels=2
export IMPL_hold_violations=0
export IMPL_setup_viol=0
export IMPL_final_max_slew_viol_count=0
export IMPL_fa_ha_area_share_pct=0
export IMPL_reg_top3="PCResult: 32 flops"
export IMPL_grt_max_degree=33
export IMPL_synth_flops=32
export IMPL_hold_class="in2async"
export IMPL_hold_slack_ps=260
export IMPL_endpoint_kind="output pin"
export IMPL_path_clk_slew_ps=70
export IMPL_ant_nets=0
export IMPL_syn_cell_area_um2=805
export IMPL_ys_seq_share_pct=99.5
export IMPL_finalSetupTns_ps=0
export IMPL_slew_headroom_pct=88.6
export IMPL_fmax_ghz=1.03
export IMPL_fin_crit_sh_pct=96.9
export IMPL_slowest_stage="dfrtp_1"
export IMPL_largest_register_ffs=32
export IMPL_area_growth_pct=91.4
-- synth_stat cells --
library cell,instances
dfrtp_1,32
inv_1,1
-- path summary, 6_finish.rpt --
path	start	endpoint	slack (ps)	cells after the start
worst min-delay path	Reset	PCResult[15]$_DFF_PP0_	260	3
worst max-delay path	PCResult[26]$_DFF_PP0_	PCResult[26]	30	1
min in group clk0	Address[3]	PCResult[3]$_DFF_PP0_	360	1
max in group asynchronous	Reset	PCResult[21]$_DFF_PP0_	570	3
-- cells by family after synthesis --
logic type             Yosys count
DFF                             32
buffers and inverters            1
-- power breakdown --
part | internal, uW | total (uW) | switching, uW
Combinational | 161 | 220 | 59.1
Sequential | 1360 | 1370 | 15.0
Clock | 560 | 973 | 412
Total | 2080 | 2570 | 486
-- final cells by class --
class,count,area [um^2],share of cell area [%]
Clock buffer,8,90.1,5.85
Inverter,1,3.75,0.244
Sequential cell,32,801,52.0
Tap cell,108,135,8.77
Timing Repair Buffer,66,510,33.1
-- layer usage --
metal | GRT usage [%] | wire, um
met5 | 0 | 0
met1 | 4.13 | 988
met2 | 5.04 | 1090
met4 | 0.334 | 0
met3 | 3.45 | 525
-- through the flow --
| stage | util, % | instance area (um^2) |
|---|---|---|
| floorplan | - | 805 |
| global placement | 18.2 | 1610 |
| finish | 17.4 | 1540 |
| detailed placement | 18.2 | 1610 |
| global route | 17.4 | 1540 |
| CTS | 17.4 | 1540 |
-- timing repair --
action	CTS	global route
gates resized	99	0
endpoints found under the hold margin	0	0
setup endpoints to repair	32	3
-- layout by cell type (no fill, tap or decap), drive strengths merged --
cell            n
clkdlybuf4s50  33
dfrtp          32
inv             1
clkbuf          8
buf            33
Power figures rest on the tool's default switching activity, not on a simulated workload.
