File: config.mk
export PLATFORM = sky130hd
export DESIGN_NAME = InstructionMemory
export DESIGN_NICKNAME = InstructionMemory
export VERILOG_FILES = /design/flow/design.v
export SDC_FILE = /design/flow/constraint.sdc
export NUM_CORES = 4
export LEC_CHECK = 1
export CORE_AREA = 10 10 70 70
export DIE_AREA = 0 0 80 80
File: constraint.sdc
current_design InstructionMemory

set clk_period 1.5
set clk_io_pct 0.2

create_clock -name clk0 -period $clk_period

set non_clock_inputs [all_inputs -no_clocks]
set_input_delay [expr $clk_period * $clk_io_pct] -clock clk0 $non_clock_inputs
set_output_delay [expr $clk_period * $clk_io_pct] -clock clk0 [all_outputs]
File: design.v
`timescale 1ns / 1ps
module InstructionMemory(Address, Instruction); 
    input [31:0] Address;  
    output reg [31:0] Instruction;  
    reg [31:0] memory [127:0];  
    integer i;  
    initial begin
        for (i = 0; i < 127; i = i + 1) begin  
            memory[i] <= i * 32'h00000003;  
        end
    end
    always @* begin
        Instruction <= memory[Address[8:2]];
    end   
endmodule
File: run.sh
#!/bin/bash
# OpenROAD 26Q1-2900-gdf79404cd8, Yosys 0.63+post, stock flow scripts
make -C /OpenROAD-flow-scripts/flow DESIGN_CONFIG=/design/flow/config.mk WORK_HOME=/design/flow/orfs finish
==> flow_summary.toml <==
# yosys + openroad results
[detailed_routing]
post_dr_vias_cell = 3.39
dr_total_vias = 492
ant_cells = 0
route.final.wire_length_um = 1490
drc_markers = 0
drt_first_pass_iters = 3
detail_route.iter0.violations = 5
routedWlPerCell_um = 10.3
ant_nets = 0

[pwr]
power_leakage_nw = 0.421
comb_power_share_pct = 100.0
power_density_mw_per_mm2 = 228
power.ir.vdd_worst_mv = 0.102
clockPowerShare_pct = 0
intPower_uw = 121
seqPwrFrac_pct = 0
power.net_switching_uw = 81.0
swShare_pct = 40.2

[finish]
numSequentialCells = 0
clock_buffer_count = 0
sequential_cell_area_sq_um = 0
areaGrowthSynthToFinish_pct = 62.0
mi_logic_area_sq_um = 515
share_of_layout_cells_above_drive_strength_1_pct = 51.5
final_util_pct = 25.9
layout.filler_cells = 374

[place]
hpwl_um = 1200
globalplace.congestion = 0.812
port_buffers = 16
placement.setup.worst_slack_ns = -0.943

[worst_setup_path]
critPathRequiredTime_ns = 1.20
setup.worst_path.start_class = "input port"
timing.critical_path.to_type = "output pin"
critical_path.max_fanout = 5
worst_path_arrival_time_ns = 1.28
critical_setup_path_kind = "in2out"

[grt]
grt.total_usage_pct = 4.34
grt_start_max_net_pins = 11
number_of_antenna_violations_at_the_first_check_in_global_routing = 0
first_global_vias = 524
globalRouteOverflowTotal = 0
global_route_wire_length_before_repair_um = 2370

[sta]
post-route-worst-setup-slack_ns = -0.0811
finalWorstPathRequiredPeriod_ns = 1.58
post-route-period-util_pct = 105
rsz0062_at_grt = "true"
report.final.hold_viol_count = 0
fmax_mhz = 632
timing_max_transition_violations_final = 0
timing.final.setup_violations = 3

[logic_synthesis]
syn-cell-area_sq_um = 547
syn_avg_cell_area_sq_um = 7.70
synth-warning-count = 1
synth.yosys.chip_area_sq_um = 547
yosysCellCount = 71
synthesis.instances = 71
synth.distinct_cells = 26
ys_seq_share_pct = 0

[status]
status = "finished, violations left"
violations = "setup timing"

[run]
drv_cap = 0
number_of_warnings_in_the_stage_logs = 64

[floorplanning]
die_h_um = 80
core_sq_mm = 0.00342
core_util_floorplan_pct = 16.0
row_count = 21
die_width_um = 80
boundaryPins = 64
chip_area_sq_mm = 0.00640

[clock_network]
cts_hold_repair.buffers = 0

[hold_path]
hp-class = "in2out"
==> timing repair <==
| action | CTS | global route |
|---|---|---|
| pin swaps | 9 | 2 |
| setup buffers | 7 | 1 |
| setup endpoints to repair | 9 | 9 |
| resized | 84 | 13 |
==> final timing paths <==
path / startpoint / to / slack, ns / depth (start not counted)
max: Address[3] / Instruction[2] / -0.08 / 7
min: Address[2] / Instruction[0] / 0.92 / 3
==> metal layers <==
layer	vias up	share of wire (%)	global-route usage, %
met5	-	0	0
met1	220	47	5.87
met3	0	8.1	1.25
met4	0	0	0
met2	21	45	7.06
li1	251	-	-
==> area by class of cell <==
class	count	area share, %
Inverter	2	0.847
Multi-Input combinational cell	64	58.2
Tap cell	46	6.50
Timing Repair Buffer	33	34.5
==> cell usage in the layout (no fill, tap or decap), types with 4 or more instances in the layout <==
| cell type | count |
|---|---|
| sky130_fd_sc_hd__buf_2 | 4 |
| sky130_fd_sc_hd__buf_6 | 13 |
| sky130_fd_sc_hd__a21oi_2 | 4 |
| sky130_fd_sc_hd__mux2i_1 | 6 |
| sky130_fd_sc_hd__conb_1 | 23 |
| sky130_fd_sc_hd__ha_4 | 4 |
| sky130_fd_sc_hd__buf_4 | 10 |
==> cells in the mapped netlist (2+ instances only) <==
cell                       instances  area, sq um
sky130_fd_sc_hd__a211oi_1          2         15.0
sky130_fd_sc_hd__a21oi_1           6         30.0
sky130_fd_sc_hd__buf_4            23          173
sky130_fd_sc_hd__buf_6             2         22.5
sky130_fd_sc_hd__ha_1              6         75.1
sky130_fd_sc_hd__inv_1             2         7.51
sky130_fd_sc_hd__mux2_4            2         30.0
sky130_fd_sc_hd__mux2i_1           6         60.1
sky130_fd_sc_hd__nand2_1           2         7.51
sky130_fd_sc_hd__o21a_1            2         15.0
sky130_fd_sc_hd__o21ai_0           3         15.0
==> critical path, cell delays in order <==
cell and delay [ns]:
sky130_fd_sc_hd__buf_8 0.11, sky130_fd_sc_hd__buf_6 0.12, sky130_fd_sc_hd__buf_6 0.11, sky130_fd_sc_hd__ha_4 0.14
sky130_fd_sc_hd__mux2_4 0.26, sky130_fd_sc_hd__mux2i_1 0.13, sky130_fd_sc_hd__buf_2 0.11
==> cell families after synthesis <==
group / share of synthesized area (%)
and+or+nand+nor: 9.84
adders and majority gates: 13.7
AOI/OAI and AO/OA: 18.5
other: 0.686
buffers and inverters: 38.7
muxes: 18.5
==> power groups by stage <==
stage     Sequential, mW  Clock [mW]  Combinational [mW]
4_1_cts                0           0               0.188
5_1_grt                0           0               0.224
6_report               0           0               0.202
==> metrics by stage <==
| stage | setup TNS [ns] | area, sq um | power [mW] | hold slack [ns] | instances |
|---|---|---|---|---|---|
| floorplan | 0 | 629 | 0.108 | 0.632 | 93 |
| global placement | -7.26 | 711 | 0.166 | 1.72 | 137 |
| detailed placement | -7.25 | 711 | 0.165 | 1.71 | 137 |
| CTS | -0.161 | 840 | 0.188 | 0.933 | 144 |
| global route | -0.465 | 886 | 0.224 | 0.930 | 145 |
| finish | -0.142 | 886 | 0.202 | 0.916 | 145 |
Power and IR drop assume default switching activity.
